==> flow/design.v <==
parameter cpu_inst_opcode_sz = 5;
parameter cpu_inst_regop_sz  = 3;
parameter cpu_inst_immop_sz  = 8;
parameter cpu_inst_opcode_imm =  0;
parameter cpu_inst_opcode_out =  1;
parameter cpu_inst_opcode_jmp =  2;
parameter cpu_inst_opcode_imp =  3;
parameter cpu_inst_opcode_jlt =  4;
parameter cpu_inst_opcode_ilt =  5;
parameter cpu_inst_opcode_jeq =  6;
parameter cpu_inst_opcode_ieq =  7;
parameter cpu_inst_opcode_jgt =  8;
parameter cpu_inst_opcode_igt =  9;
parameter cpu_inst_opcode_inc = 10;
parameter cpu_inst_opcode_dec = 11;
parameter cpu_inst_opcode_add = 12;
parameter cpu_inst_opcode_sub = 13;
parameter cpu_inst_opcode_mul = 14;
parameter cpu_inst_opcode_div = 15;
parameter cpu_inst_opcode_and = 16;
parameter cpu_inst_opcode_or  = 17;
parameter cpu_inst_opcode_xor = 18;
parameter cpu_inst_sz_imm = cpu_inst_opcode_sz + cpu_inst_regop_sz + cpu_inst_immop_sz;
parameter cpu_inst_sz_out = cpu_inst_opcode_sz + cpu_inst_regop_sz;
parameter cpu_inst_sz_jmp = cpu_inst_opcode_sz + cpu_inst_immop_sz;
parameter cpu_inst_sz_imp = cpu_inst_opcode_sz + cpu_inst_regop_sz;
parameter cpu_inst_sz_jlt = cpu_inst_opcode_sz + cpu_inst_immop_sz;
parameter cpu_inst_sz_ilt = cpu_inst_opcode_sz + cpu_inst_regop_sz;
parameter cpu_inst_sz_jeq = cpu_inst_opcode_sz + cpu_inst_immop_sz;
parameter cpu_inst_sz_ieq = cpu_inst_opcode_sz + cpu_inst_regop_sz;
parameter cpu_inst_sz_jgt = cpu_inst_opcode_sz + cpu_inst_immop_sz;
parameter cpu_inst_sz_igt = cpu_inst_opcode_sz + cpu_inst_regop_sz;
parameter cpu_inst_sz_inc = cpu_inst_opcode_sz + cpu_inst_regop_sz;
parameter cpu_inst_sz_dec = cpu_inst_opcode_sz + cpu_inst_regop_sz;
parameter cpu_inst_sz_add = cpu_inst_opcode_sz + cpu_inst_regop_sz + cpu_inst_regop_sz;
parameter cpu_inst_sz_sub = cpu_inst_opcode_sz + cpu_inst_regop_sz + cpu_inst_regop_sz;
parameter cpu_inst_sz_mul = cpu_inst_opcode_sz + cpu_inst_regop_sz + cpu_inst_regop_sz;
parameter cpu_inst_sz_div = cpu_inst_opcode_sz + cpu_inst_regop_sz + cpu_inst_regop_sz;
parameter cpu_inst_sz_and = cpu_inst_opcode_sz + cpu_inst_regop_sz + cpu_inst_regop_sz;
parameter cpu_inst_sz_or  = cpu_inst_opcode_sz + cpu_inst_regop_sz + cpu_inst_regop_sz;
parameter cpu_inst_sz_xor = cpu_inst_opcode_sz + cpu_inst_regop_sz + cpu_inst_regop_sz;
parameter cpu_code_sz = 256;
parameter cpu_pc_sz   =   8;
parameter cpu_reg_sz  =   8;
parameter cpu_out_sz  =   8;
parameter cpu_cmp_state_sz = 2;
parameter cpu_cmp_state_lt = 0;
parameter cpu_cmp_state_eq = 1;
parameter cpu_cmp_state_gt = 2;
module cpu_cpu(clk, reset, code, out);
    input clk, reset;
    input  [cpu_code_sz - 1 : 0] code;
    output [cpu_out_sz  - 1 : 0] out;
    reg [cpu_pc_sz        - 1 : 0] pc;
    reg [cpu_reg_sz       - 1 : 0] regs [ 0 : 7 ];
    reg [cpu_cmp_state_sz - 1 : 0] cmp_state;
    wire [cpu_inst_opcode_sz - 1 : 0] opcode;
    wire [cpu_inst_regop_sz  - 1 : 0] regop1, regop2;
    wire [cpu_inst_immop_sz  - 1 : 0] immop1;
    cpu_resetter resetter(clk, reset, pc);
    cpu_decoder decoder(code, pc, opcode, regop1, regop2, immop1);
    always @(posedge clk) if (!reset)
    case (opcode)
        cpu_inst_opcode_imm : begin
            regs[regop1] <= immop1;
            pc <= pc + cpu_inst_sz_imm;
        end
        cpu_inst_opcode_out : begin
            out <= regs[regop1];
            pc <= pc + cpu_inst_sz_out;
        end
        cpu_inst_opcode_jmp :
            pc <= immop1;
        cpu_inst_opcode_imp :
            pc <= regs[regop1];
        cpu_inst_opcode_jlt :
            if (cmp_state == cpu_cmp_state_lt) pc <= immop1;
            else pc <= pc + cpu_inst_sz_jlt;
        cpu_inst_opcode_ilt :
            if (cmp_state == cpu_cmp_state_lt) pc <= regs[regop1];
            else pc <= pc + cpu_inst_sz_ilt;
        cpu_inst_opcode_jeq :
            if (cmp_state == cpu_cmp_state_eq) pc <= immop1;
            else pc <= pc + cpu_inst_sz_jeq;
        cpu_inst_opcode_ieq :
            if (cmp_state == cpu_cmp_state_eq) pc <= regs[regop1];
            else pc <= pc + cpu_inst_sz_ieq;
        cpu_inst_opcode_jgt :
            if (cmp_state == cpu_cmp_state_gt) pc <= immop1;
            else pc <= pc + cpu_inst_sz_jgt;
        cpu_inst_opcode_igt :
            if (cmp_state == cpu_cmp_state_gt) pc <= regs[regop1];
            else pc <= pc + cpu_inst_sz_igt;
        cpu_inst_opcode_inc : begin
            regs[regop1] = regs[regop1] + 1;
            pc <= pc + cpu_inst_sz_inc;
        end
        cpu_inst_opcode_dec : begin
            regs[regop1] = regs[regop1] - 1;
            pc <= pc + cpu_inst_sz_dec;
        end
        cpu_inst_opcode_add : begin
            regs[regop1] = regs[regop1] + regs[regop2];
            pc <= pc + cpu_inst_sz_add;
        end
        cpu_inst_opcode_sub : begin
            regs[regop1] = regs[regop1] - regs[regop2];
            cmp_state    = regs[regop1] <  regs[regop2] ? 0 :
                           regs[regop1] == regs[regop2] ? 1 :
                                                          2 ;
            pc <= pc + cpu_inst_sz_sub;
        end
        cpu_inst_opcode_mul : begin
            regs[regop1] = regs[regop1] * regs[regop2];
            pc <= pc + cpu_inst_sz_mul;
        end
        cpu_inst_opcode_div : begin
            regs[regop1] = regs[regop1] / regs[regop2];
            pc <= pc + cpu_inst_sz_div;
        end
        cpu_inst_opcode_and : begin
            regs[regop1] = regs[regop1] & regs[regop2];
            pc <= pc + cpu_inst_sz_and;
        end
        cpu_inst_opcode_or  : begin
            regs[regop1] = regs[regop1] | regs[regop2];
            pc <= pc + cpu_inst_sz_or ;
        end
        cpu_inst_opcode_xor : begin
            regs[regop1] = regs[regop1] ^ regs[regop2];
            pc <= pc + cpu_inst_sz_xor;
        end
    endcase
endmodule
module cpu_decoder(code, pc, opcode, regop1, regop2, immop1);
    parameter opsz = cpu_inst_opcode_sz;
    parameter rgsz = cpu_inst_regop_sz;
    parameter imsz = cpu_inst_immop_sz;
    input [cpu_code_sz - 1 : 0] code;
    input [cpu_pc_sz   - 1 : 0] pc;
    output wire [cpu_inst_opcode_sz - 1 : 0] opcode;
    output wire [cpu_inst_regop_sz  - 1 : 0] regop1, regop2;
    output wire [cpu_inst_immop_sz  - 1 : 0] immop1;
    assign opcode = code[pc +: opsz];
    assign regop1 =
        opcode == cpu_inst_opcode_imm ? code[pc + opsz +: rgsz] :
        opcode == cpu_inst_opcode_out ? code[pc + opsz +: rgsz] :
        opcode == cpu_inst_opcode_imp ? code[pc + opsz +: rgsz] :
        opcode == cpu_inst_opcode_ilt ? code[pc + opsz +: rgsz] :
        opcode == cpu_inst_opcode_ieq ? code[pc + opsz +: rgsz] :
        opcode == cpu_inst_opcode_igt ? code[pc + opsz +: rgsz] :
        opcode == cpu_inst_opcode_inc ? code[pc + opsz +: rgsz] :
        opcode == cpu_inst_opcode_dec ? code[pc + opsz +: rgsz] :
        opcode == cpu_inst_opcode_add ? code[pc + opsz +: rgsz] :
        opcode == cpu_inst_opcode_sub ? code[pc + opsz +: rgsz] :
        opcode == cpu_inst_opcode_mul ? code[pc + opsz +: rgsz] :
        opcode == cpu_inst_opcode_div ? code[pc + opsz +: rgsz] :
        opcode == cpu_inst_opcode_and ? code[pc + opsz +: rgsz] :
        opcode == cpu_inst_opcode_or  ? code[pc + opsz +: rgsz] :
        opcode == cpu_inst_opcode_xor ? code[pc + opsz +: rgsz] :
        'x;
    assign regop2 =
        opcode == cpu_inst_opcode_add ? code[pc + opsz + rgsz +: rgsz] :
        opcode == cpu_inst_opcode_sub ? code[pc + opsz + rgsz +: rgsz] :
        opcode == cpu_inst_opcode_mul ? code[pc + opsz + rgsz +: rgsz] :
        opcode == cpu_inst_opcode_div ? code[pc + opsz + rgsz +: rgsz] :
        opcode == cpu_inst_opcode_and ? code[pc + opsz + rgsz +: rgsz] :
        opcode == cpu_inst_opcode_or  ? code[pc + opsz + rgsz +: rgsz] :
        opcode == cpu_inst_opcode_xor ? code[pc + opsz + rgsz +: rgsz] :
        'x;
    assign immop1 =
        opcode == cpu_inst_opcode_imm ? code[pc + opsz + rgsz +: imsz] :
        opcode == cpu_inst_opcode_jmp ? code[pc + opsz        +: imsz] :
        opcode == cpu_inst_opcode_jlt ? code[pc + opsz        +: imsz] :
        opcode == cpu_inst_opcode_jeq ? code[pc + opsz        +: imsz] :
        opcode == cpu_inst_opcode_jgt ? code[pc + opsz        +: imsz] :
        'x;
endmodule
module cpu_resetter(clk, reset, pc);
    input clk, reset;
    output [cpu_pc_sz - 1 : 0] pc;
    always @(posedge clk) if (reset)
    pc <= 0;
endmodule
==> flow/run.sh <==
#!/bin/bash
# OpenROAD 26Q1-2900-gdf79404cd8, Yosys 0.63+post, stock flow scripts
make -C /OpenROAD-flow-scripts/flow DESIGN_CONFIG=/design/flow/config.mk WORK_HOME=/design/flow/orfs finish
==> flow/config.mk <==
export PLATFORM = sky130hd
export DESIGN_NAME = cpu_cpu
export DESIGN_NICKNAME = cpu_cpu
export VERILOG_FILES = /design/flow/design.v
export SDC_FILE = /design/flow/constraint.sdc
export NUM_CORES = 4
export LEC_CHECK = 1
export CORE_UTILIZATION = 40
==> flow/constraint.sdc <==
current_design cpu_cpu

set clk_period 25.9
set clk_io_pct 0.2

create_clock -name clk0 -period $clk_period [get_ports {clk}]

set non_clock_inputs [all_inputs -no_clocks]
set_input_delay [expr $clk_period * $clk_io_pct] -clock clk0 $non_clock_inputs
set_output_delay [expr $clk_period * $clk_io_pct] -clock clk0 [all_outputs]
==> impl_metrics.sql <==
-- metrics for the results database
INSERT INTO impl_metrics (metric_group, metric, value, unit) VALUES
('final_timing', 'layout_setup_ws', '6602', 'ps'),
('route', 'drt-pass1-iter-count', '5', ''),
('logic_synthesis', 'synth_top_flop_cell', 'sky130_fd_sc_hd__edfxtp_1', ''),
('final_timing', 'actual_transition_at_the_worst_max_transition_pin', '904.5', 'ps'),
('final_timing', 'clock_skew', '7.873', 'ps'),
('final_timing', 'setup_viol_count_final', '0', ''),
('placed_design', 'detailed_place_hpwl', '14060', 'microns'),
('setup_path', 'critPathKind', 'in2reg', ''),
('power_and_ir_drop', 'power_switching', '0.0001630', 'W'),
('route', 'routed_wire_length_per_instance', '19.14', 'microns'),
('finish', 'mostFrequentLayoutCell', 'sky130_fd_sc_hd__ha_1', ''),
('min_path', 'hold_class', 'reg2reg', ''),
('grt', 'grt_overflow_total', '0', ''),
('clock_tree', 'cts-buffers-inserted', '9', ''),
('logic_synthesis', 'enable_flop_cells', '72', ''),
('final_timing', 'rsz0062_at_grt', 'no', ''),
('setup_path', 'worst_setup_path_start_kind', 'input pin', ''),
('power_and_ir_drop', 'power.share.switching', '0.3557', ''),
('run_status', 'status', 'finished, final reports clean', ''),
('clock_tree', 'ctsRootBufferMaster', 'sky130_fd_sc_hd__clkbuf_16', ''),
('power_and_ir_drop', 'power.clock.fraction', '0.264', ''),
('setup_path', 'critPathMostFrequentCell', 'sky130_fd_sc_hd__o21ai_0', ''),
('grt', 'pin_count_of_the_biggest_net_entering_global_routing', '39', ''),
('flow_run', 'tool_warnings', '276', ''),
('grt', 'antenna_found_initial', '0', ''),
('floorplan', 'floorplanUtilization', '0.4094', ''),
('clock_tree', 'clock_sinks', '72', ''),
('floorplan', 'fp-row-count', '48', ''),
('floorplan', 'design.portCount', '266', ''),
('floorplan', 'core_region_area', '17300', 'sq um'),
('route', 'detail_route.vias_per_cell', '5.649', ''),
('final_timing', 'timing.final.hold_violations', '0', ''),
('floorplan', 'chip_area', '18240', 'sq um'),
('logic_synthesis', 'ys_area', '7081', 'sq um'),
('route', 'drc', '0', ''),
('setup_path', 'critPathMaxFanout', '37', ''),
('final_timing', 'slew_headroom', '0.3923', ''),
('power_and_ir_drop', 'power.sequential.fraction', '0.290', ''),
('route', 'ant_nets', '0', ''),
('finish', 'regArea', '2162', 'sq um'),
('power_and_ir_drop', 'intPower', '0.0002952', 'W'),
('logic_synthesis', 'synth_cell_types', '78', ''),
('logic_synthesis', 'synthCells', '740', ''),
('clock_tree', 'holdBufCountCts', '0', ''),
('final_timing', 'finalWorstPathRequiredPeriod', '19300', 'ps'),
('grt', 'global_route.usage.total', '0.2294', ''),
('clock_tree', 'htreeDepth', '3', ''),
('route', 'route.antenna.diode_count', '0', ''),
('power_and_ir_drop', 'overall_power_after_layout', '0.0004581', 'W'),
('power_and_ir_drop', 'power_leakage', '3.196', 'nW'),
('final_timing', 'finalMaxSlewViolations', '0', ''),
('logic_synthesis', 'seq_share_synth', '0.3054', ''),
('logic_synthesis', 'avgSynthCellArea', '9.568', 'sq um'),
('finish', 'area_growth', '11.77', '%'),
('logic_synthesis', 'async_reset_ff_frac', '0', ''),
('clock_tree', 'cts_clock_pin_slew_for_the_worst_setup_and_hold_paths', '60', 'ps'),
('placed_design', 'dp_worst_setup_slack', '6387', 'ps'),
('final_timing', 'final.setup.tns', '0', 'ps'),
('power_and_ir_drop', 'power_density', '57.89', 'nW/um^2'),
('floorplan', 'chipHeight', '135.0', 'microns'),
('final_timing', 'fmaxAchievable', '51.82', 'MHz'),
('logic_synthesis', 'mappedNetlistArea', '7081', 'sq um'),
('setup_path', 'critical_path.slowest_cell', 'sky130_fd_sc_hd__or3_1', ''),
('route', 'route.vias.total', '5643', ''),
('setup_path', 'biggest_cell_delay_along_the_critical_path', '650', 'ps'),
('logic_synthesis', 'tally_of_yosys_warning_messages', '21', ''),
('finish', 'final_util', '0.4575', ''),
('floorplan', 'die_width', '135.0', 'microns'),
('finish', 'logic_area', '4518', 'sq um'),
('grt', 'first_global_vias', '5620', ''),
('setup_path', 'worstPathRequired', '25910', 'ps');
synth_stat cells, drive strengths merged (3+ instances only):
library cell	instances	area, sq um
a21oi	40	200.2
mux4	5	112.6
buf	22	152.6
inv	57	214.0
a31oi	8	56.30
nand4	3	18.77
nand3b	13	97.59
fa	13	260.3
and2	4	25.02
ha	77	963.4
a211oi	4	35.03
nor2	72	270.3
nand3	11	60.06
xor2	7	61.31
o22ai	11	75.07
or2	5	31.28
clkbuf	10	37.54
o31ai	4	30.03
mux2	10	112.6
o21a	10	75.07
edfxtp	72	2162
nor2b	16	100.1
mux2i	35	350.3
nor3b	5	37.54
nand2b	17	106.4
or3	5	31.28
nand2	51	191.4
xnor2	28	245.2
a21boi	4	30.03
a22oi	3	22.52
a221oi	6	58.80
a21o	13	97.59
o2bb2ai	3	26.28
o21ai	38	190.2
o32ai	7	95.09
nor3	18	101.4
worst max-delay path, delay by kind of cell:
kind / cells / cell delay (ps)
adders and majority gates: 7 / 2330
and+or+nand+nor: 11 / 2730
buffers and inverters: 6 / 1500
AOI/OAI and AO/OA: 34 / 6780
muxes: 2 / 730
power groups by stage:
stage | clock (W) | sequential (W) | combinational (W)
final | 0.000121 | 0.000133 | 0.000204
after global routing | 0.000128 | 0.000133 | 0.000230
after CTS | 0.000123 | 0.000133 | 0.000205
area by class of cell:
| cell class | count | share of cell area |
|---|---|---|
| flip-flops and latches | 72 | 0.2732 |
| clock inverters | 7 | 0.009012 |
| clock buffers | 9 | 0.02846 |
| well taps | 225 | 0.03557 |
| inverters | 58 | 0.02751 |
| multi-input cells | 578 | 0.5709 |
| repair buffers | 50 | 0.05534 |
sequential cells by signal, summed over array words and instances, names as in the netlist:
name,cells
out,8
regs,64
kinds of logic (layout without fill, tap and decap cells):
family,count (synthesis),after routing,share of synthesized area
fa+ha+maj,90,90,0.1728
compound gates,172,172,0.1709
flops,72,72,0.3054
buf+inv,90,124,0.05761
mux,50,50,0.08129
simple gates,229,229,0.1624
xor+xnor,37,37,0.04966
metal layers:
layer,wire length (microns),GRT usage,vias to the layer above
li1,-,-,2765
met1,8502,0.3293,2685
met2,8942,0.3628,173
met3,1406,0.07050,18
met4,211,0.02247,2
met5,58,0.02500,-
worst paths after layout:
path | startpoint | end | slack, ps | depth (start not counted)
setup / recovery | code[10] | regs[3][0]$_DFFE_PP_ | 6600 | 60
hold / removal | regs[6][6]$_DFFE_PP_ | out[6]$_DFFE_PP_ | 880 | 3
setup reg to reg | regs[4][7]$_DFFE_PP_ | regs[3][0]$_DFFE_PP_ | 11970 | 58
hold reg to reg | regs[6][6]$_DFFE_PP_ | out[6]$_DFFE_PP_ | 880 | 3
stage by stage:
stage          area (sq um)  hold slack (ps)  instances
4_1_cts                7914            884.3        999
3_3_place_gp           7617            867.9        983
5_1_grt                7914            978.3        999
2_1_floorplan          7081            788.3        740
3_5_place_dp           7617            876.9        983
6_report               7914            879.9        999
Power is estimated from default activity; no workload was simulated.
